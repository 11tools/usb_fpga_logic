### config.mk
export PLATFORM = sky130hd
export DESIGN_NAME = reset_delay
export DESIGN_NICKNAME = reset_delay
export VERILOG_FILES = /design/flow/design.v
export SDC_FILE = /design/flow/constraint.sdc
export NUM_CORES = 4
export LEC_CHECK = 1
export CORE_AREA = 10 10 112 112
export DIE_AREA = 0 0 122 122
### constraint.sdc
current_design reset_delay

set clk_period 6.3
set clk_io_pct 0.2

create_clock -name clk0 -period $clk_period [get_ports {iCLK}]

set non_clock_inputs [all_inputs -no_clocks]
set_input_delay [expr $clk_period * $clk_io_pct] -clock clk0 $non_clock_inputs
set_output_delay [expr $clk_period * $clk_io_pct] -clock clk0 [all_outputs]
### design.v
module	reset_delay(iCLK,oRESET);	
input		iCLK;
output   	oRESET;
reg	[19:0]	Cont=0;
reg oRESET;
always@(posedge iCLK)
begin
	if(Cont!=20'hFFFFF)
	begin
		Cont	<=	Cont+1;
		oRESET	<=	1'b0;
	end
	else
	oRESET	<=	1'b1;
end
endmodule
### run.sh
#!/bin/bash
# OpenROAD 26Q1-2900-gdf79404cd8, Yosys 0.63+post, stock flow scripts
make -C /OpenROAD-flow-scripts/flow DESIGN_CONFIG=/design/flow/config.mk WORK_HOME=/design/flow/orfs finish
==> flow_summary.json <==
{
  "ys_cells": 76,
  "grt_pass1_vias": 538,
  "hold_viol_final": 0,
  "dieArea_um2": 14900,
  "top_area_share_pct": 59.5,
  "core-area_um2": 10200,
  "worst_pin_slew_ns": 0.768,
  "cts_resized": 0,
  "initCoreUtil_pct": 9.87,
  "fin_skew_ns": 0.00377,
  "rsz0062_at_grt": "false",
  "fmax_mhz": 440,
  "critPathMaxStageDelay_ns": 0.45,
  "min_period_ns": 2.27,
  "crit_chain": "clkdlybuf4s50_1",
  "start_kind": "flip-flop",
  "ys.flops": 21,
  "most_common_cell": "edfxtp_1",
  "top_cells_by_area": "edfxtp_1 59%, xnor2_1 11%, xor2_1 4.3%",
  "core.rowCount": 37,
  "n_fill_cell": 1124,
  "root_buffer": "clkbuf_8",
  "dr.first_iter.drc_count": 22,
  "maxSlewViolCount": 0,
  "slowest_stage": "clkdlybuf4s50_1",
  "dp_hpwl_um": 937,
  "gp_congestion": 0.756,
  "ys_warn_count": 1,
  "synth.distinct_cells": 17,
  "synthCells": 76,
  "clkLatencyLatePin_ns": 0.25,
  "cts.sinks": 21,
  "post_drt_wl_per_cell_um": 6.01,
  "fin_hold_ws_ns": 0.571,
  "r2r-start": "Cont[0]",
  "crit_type": "flip-flop to output port",
  "required_ns": 5.04,
  "num_antenna_cells": 0,
  "peakVddDrop_mv": 0.0704,
  "end_kind": "output port",
  "postCtsSetupBuffers": 0,
  "grt_pass1_wl_um": 2290,
  "critPathBufInv": 1,
  "path_max_fanout": 1,
  "synth.avg_cell_area_um2": 13.3,
  "ys_seq_share_pct": 61.5,
  "grt_max_degree": 21,
  "synthArstFlopShare_pct": 0,
  "fin_ws_ns": 4.03,
  "crit_arrival_ns": 1.01,
  "ant_nets": 0,
  "max_slew_margin_pct": 48.8,
  "status": "finished, final reports clean",
  "postCtsHoldBufs": 0,
  "cts_made_buffers": 3,
  "wl_um": 1310,
  "fp.dieW_um": 122,
  "cts_tree": "yes",
  "top_cells_by_count": "20 x edfxtp_1, 13 x xnor2_1, 8 x nand3_1",
  "die_h_um": 122,
  "h-tree-depth": 1,
  "syn_area_um2": 1010,
  "ctsLongestPathBuffers": 2,
  "worstHoldStart": "Cont[19]",
  "portBuffers": 1,
  "ff_type": "edfxtp_1",
  "preCtsSetupSlack_ns": 4.22,
  "p_per_area_nw_per_um2": 189,
  "clkTransAtPathRegs_ns": 0.07,
  "vias": 539,
  "crit_family": "buffers and inverters",
  "leakagePower_uw": 0.000389,
  "hp-class": "flip-flop to flip-flop",
  "r2r_slack_ns": 4.22,
  "num_io_pins": 2,
  "startpoint": "oRESET",
  "drv_cap": 0,
  "grt.total_usage_pct": 1.76,
  "syn_to_final_growth_pct": 22.3,
  "finalClockPeriodUsage_pct": 36.1,
  "post_drt_via_cell_ratio": 2.48,
  "yosys_area_um2": 1010,
  "drc_errors": 0,
  "top_area_cell": "edfxtp_1",
  "overflow": 0,
  "synth-edff-count": 20,
  "warnings": 25,
  "layout-drive-gt1-share_pct": 9.88,
  "setup_violations": 0,
  "drtPass1Iterations": 3,
  "final.setup.tns_ns": 0,
  "antenna_found_initial": 0
}
[layer usage]
metal | share of wire, % | GRT usage [%] | routed length, um | vias up
li1 | - | - | - | 282
met4 | 1.6 | 0.596 | 21 | 0
met5 | 0 | 0 | 0 | -
met1 | 52 | 2.55 | 677 | 249
met3 | 3.4 | 0.282 | 45 | 2
met2 | 43 | 2.62 | 561 | 6
[per-stage QoR]
step / instance area, um2 / cells / total power, uW / util, %
2_1_floorplan: 1010 / 76 / 153 / -
3_3_place_gp: 1190 / 213 / 153 / 11.6
3_5_place_dp: 1190 / 213 / 153 / 11.6
4_1_cts: 1230 / 217 / 237 / 12.1
5_1_grt: 1230 / 217 / 242 / 12.1
6_report: 1230 / 217 / 233 / 12.1
[power by group]
| part | total (uW) | internal (uW) | leakage, uW | switching (uW) |
|---|---|---|---|---|
| Combinational | 0.000125 | 0 | 0.000125 | 0 |
| Clock | 83.1 | 44.9 | 0.0000228 | 38.3 |
| Sequential | 150 | 150 | 0.000241 | 0 |
[cell type report]
class                      count  area, um2  area share, %
clock buffer                   4       45.0           3.65
tap                          136        170           13.8
sequential                    21        621           50.3
multi-input combinational     50        370           30.0
inverter                       5       18.8           1.52
timing repair buffer           1       10.0          0.811
[sequential cells by signal, summed over array words and instances (netlist names)]
name / flops
oRESET: 1
Cont: 20
[placed cells by master (no fill, tap or decap)]
cell type | netlist | final
xnor2_1 | 13 | 13
clkbuf_1 | 0 | 1
and3_1 | 2 | 2
nand4_1 | 3 | 3
nor4_4 | 1 | 1
nor3_1 | 3 | 3
nor3_4 | 1 | 1
nand3_1 | 8 | 8
clkdlybuf4s50_1 | 0 | 1
clkbuf_8 | 0 | 3
edfxtp_1 | 20 | 20
ha_1 | 1 | 1
nor2_1 | 4 | 4
xor2_1 | 5 | 5
nand4_4 | 1 | 1
dfxtp_1 | 1 | 1
nand3_2 | 1 | 1
nand2_1 | 6 | 6
and3_2 | 1 | 1
inv_1 | 5 | 5
[logic make-up after synthesis]
group         after synthesis  share of synthesized area [%]
buf+inv                     5                           1.86
simple gates               31                           19.8
fa+ha+maj                   1                           1.24
xor+xnor                   18                           15.6
flops                      21                           61.5
[worst paths after layout]
check | endpoint | depth (start not counted)
worst min-delay path | oRESET | 1
worst max-delay path | oRESET | 1
worst min register to register | oRESET | 1
worst max register to register | Cont[2] | 5
Power and IR drop assume default switching activity.
